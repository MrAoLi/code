File: design/flow/run.sh
#!/bin/bash
# OpenROAD 26Q1-2900-gdf79404cd8, Yosys 0.63+post, stock flow scripts
make -C /OpenROAD-flow-scripts/flow DESIGN_CONFIG=/design/flow/config.mk WORK_HOME=/design/flow/orfs finish
File: design/flow/config.mk
export PLATFORM = sky130hd
export DESIGN_NAME = vrf_bank
export DESIGN_NICKNAME = vrf_bank
export VERILOG_FILES = /design/flow/design.v
export SDC_FILE = /design/flow/constraint.sdc
export NUM_CORES = 4
export LEC_CHECK = 1
export CORE_UTILIZATION = 50
export SYNTH_HDL_FRONTEND = slang
File: design/flow/constraint.sdc
current_design vrf_bank

set clk_period 23.0
set clk_io_pct 0.2

create_clock -name clk0 -period $clk_period [get_ports {clk_i}]

set non_clock_inputs [all_inputs -no_clocks]
set_input_delay [expr $clk_period * $clk_io_pct] -clock clk0 $non_clock_inputs
set_output_delay [expr $clk_period * $clk_io_pct] -clock clk0 [all_outputs]
File: design/flow/design.v
`timescale 1ns/1ps
module lane #(
    parameter int unsigned NrLanes         = 4,
    parameter int unsigned VLEN            = 4096,
    parameter int unsigned BytesPerLane    = 4096,
    parameter int unsigned MaxVLenPerLane  = VLEN/NrLanes,
    parameter int unsigned NumBanks        = 8,
    parameter int unsigned BankWidth       = 64,
    parameter int unsigned WordsPerBank    = 64,
    parameter int unsigned OpQueueDepth    = 8,
    parameter type global_vaddr_t = logic[11:0],
    parameter type lane_strb_t    = logic[7:0],
    parameter type pe_req_t = struct packed {
      global_vaddr_t vaddr;
      logic [31:0]   op_code;
      logic [63:0]   tf1;
      logic [63:0]   tf2;
      logic [63:0]   tf3;
      logic          wr_en;
      logic [MaxVLenPerLane-1:0] data;
      lane_strb_t    be;
    },
    parameter type pe_resp_t = struct packed {
      global_vaddr_t vaddr;
      logic [MaxVLenPerLane-1:0] data;
      logic         valid;
      logic         ready;
    }
  ) (
    input  logic                       clk_i,
    input  logic                       rst_ni,
    input  logic [$clog2(NrLanes)-1:0] lane_id_i,
    input  logic                       instr_valid_i,
    input  pe_req_t                    instr_i,
    output logic                       instr_ready_o,
    output logic                       resp_valid_o,
    output pe_resp_t                   resp_o,
    input  logic                       resp_ready_i,
    output logic                       vrf_wr_valid_o,
    output global_vaddr_t              vrf_wr_addr_o,
    output lane_strb_t                 vrf_wr_be_o,
    output logic [BankWidth-1:0]       vrf_wr_data_o,
    input  logic [63:0]                tf1_i,
    input  logic [63:0]                tf2_i,
    input  logic [63:0]                tf3_i
  );
  localparam logic [31:0]
             OPCODE_NOP   = 32'h0000_0000,  
             OPCODE_LD    = 32'h0000_0001,  
             OPCODE_ST    = 32'h0000_0002,  
             OPCODE_FFT   = 32'h0000_0003;  
  typedef enum logic [1:0] {
            OP_LOAD,
            OP_STORE,
            OP_FFT,
            OP_NOP
          } op_type_t;
  logic seq_valid;
  pe_req_t seq_instr;
  logic seq_ready;
  logic seq_resp_ready;
  logic ld_req, st_req, fft_req;
  op_type_t current_op_type;
  logic fft_start, fft_busy, fft_valid, fft_ready;
  logic [63:0] Y0, Y1, Y2, Y3;
  logic [63:0] fft_result_Y0, fft_result_Y1, fft_result_Y2, fft_result_Y3;
  logic [255:0] fft_input_data;   
  logic [63:0] fft_X0, fft_X1, fft_X2, fft_X3;   
  typedef enum logic [2:0] {
    FFT_IDLE,
    FFT_READ_DATA,
    FFT_COMPUTING,
    FFT_WAIT_RESULT,
    FFT_DONE
  } fft_state_t;
  fft_state_t fft_state, fft_next_state;
  logic [2:0] fft_counter;   
  logic [MaxVLenPerLane-1:0] vrf_read_data;
  logic vrf_read_valid;
  lane_sequencer_enhanced #(
                            .OpQueueDepth(OpQueueDepth),
                            .NrLanes(NrLanes),
                            .VLEN(VLEN),
                            .BytesPerLane(BytesPerLane),
                            .MaxVLenPerLane(MaxVLenPerLane),
                            .NumBanks(NumBanks),
                            .BankWidth(BankWidth),
                            .WordsPerBank(WordsPerBank),
                            .global_vaddr_t(global_vaddr_t),
                            .lane_strb_t(lane_strb_t),
                            .pe_req_t(pe_req_t)
                          ) u_sequencer (
                            .clk_i          (clk_i),
                            .rst_ni         (rst_ni),
                            .instr_valid_i  (instr_valid_i),
                            .instr_i        (instr_i),
                            .instr_ready_o  (instr_ready_o),
                            .decoded_valid_o(seq_valid),
                            .decoded_instr_o(seq_instr),
                            .decoded_ready_i(seq_ready),
                            .resp_valid_i   (resp_valid_o),
                            .resp_ready_o   (seq_resp_ready)
                          );
  always_comb
  begin
    ld_req  = seq_valid && (seq_instr.op_code == OPCODE_LD);
    st_req  = seq_valid && (seq_instr.op_code == OPCODE_ST);
    fft_req = seq_valid && (seq_instr.op_code == OPCODE_FFT);
    if (ld_req)
      current_op_type = OP_LOAD;
    else if (st_req)
      current_op_type = OP_STORE;
    else if (fft_req)
      current_op_type = OP_FFT;
    else
      current_op_type = OP_NOP;
  end
  logic [2:0] wr_bank_sel, rd_bank_sel;
  logic [5:0] wr_word_addr, rd_word_addr;
  assign wr_bank_sel = vrf_wr_addr_o[2:0];
  assign wr_word_addr = vrf_wr_addr_o[8:3];
  assign rd_bank_sel = seq_instr.vaddr[2:0];
  assign rd_word_addr = seq_instr.vaddr[8:3];
  logic [NumBanks-1:0]                vrf_wr_en, vrf_rd_en;
  logic [NumBanks-1:0][BankWidth-1:0] vrf_rd_data;
  logic [NumBanks-1:0]                vrf_rd_valid;
  generate
    for (genvar i = 0; i < NumBanks; i++)
    begin : bank_gen
      vrf_bank #(.Depth(WordsPerBank), .DataWidth(BankWidth)) u_bank (
                 .clk_i      (clk_i),
                 .rst_ni     (rst_ni),
                 .wr_en_i    (vrf_wr_en[i]),
                 .wr_addr_i  (wr_word_addr),
                 .wr_data_i  (vrf_wr_data_o),
                 .wr_be_i    (vrf_wr_be_o),
                 .rd_en_i    (vrf_rd_en[i]),
                 .rd_addr_i  (rd_word_addr),
                 .rd_data_o  (vrf_rd_data[i]),
                 .rd_valid_o (vrf_rd_valid[i])
               );
      assign vrf_wr_en[i] = vrf_wr_valid_o && (wr_bank_sel == i);
      assign vrf_rd_en[i] = (ld_req && (rd_bank_sel == i)) ||
                           (fft_req && (fft_state == FFT_READ_DATA) && 
                            (i >= rd_bank_sel) && (i < rd_bank_sel + 4));
    end
  endgenerate
  always_comb
  begin
    vrf_read_data = '0;
    vrf_read_valid = 1'b0;
    if (fft_req && (fft_state == FFT_READ_DATA))
    begin
      logic all_valid = 1'b1;
      for (int i = 0; i < 4; i++)
      begin
        if ((rd_bank_sel + i) < NumBanks)
        begin
          vrf_read_data[(i*64) +: 64] = vrf_rd_data[rd_bank_sel + i];
          all_valid = all_valid && vrf_rd_valid[rd_bank_sel + i];
        end
        else
        begin
          all_valid = 1'b0;
        end
      end
      vrf_read_valid = all_valid;
    end
    else if (ld_req)
    begin
      vrf_read_data[BankWidth-1:0] = vrf_rd_data[rd_bank_sel];
      vrf_read_valid = vrf_rd_valid[rd_bank_sel];
    end
  end
  always_ff @(posedge clk_i or negedge rst_ni)
  begin
    if (!rst_ni)
    begin
      fft_X0 <= '0;
      fft_X1 <= '0;
      fft_X2 <= '0;
      fft_X3 <= '0;
    end
    else if (fft_state == FFT_READ_DATA && vrf_read_valid)
    begin
      fft_X0 <= vrf_read_data[63:0];
      fft_X1 <= vrf_read_data[127:64];
      fft_X2 <= vrf_read_data[191:128];
      fft_X3 <= vrf_read_data[255:192];
    end
  end
  always_ff @(posedge clk_i or negedge rst_ni)
  begin
    if (!rst_ni)
    begin
      fft_result_Y0 <= '0;
      fft_result_Y1 <= '0;
      fft_result_Y2 <= '0;
      fft_result_Y3 <= '0;
    end
    else if (fft_valid)
    begin
      fft_result_Y0 <= Y0;
      fft_result_Y1 <= Y1;
      fft_result_Y2 <= Y2;
      fft_result_Y3 <= Y3;
    end
  end
  always_ff @(posedge clk_i or negedge rst_ni)
  begin
    if (!rst_ni)
    begin
      fft_state <= FFT_IDLE;
      fft_counter <= '0;
    end
    else
    begin
      fft_state <= fft_next_state;
      if (fft_state == FFT_COMPUTING)
        fft_counter <= fft_counter + 1;
      else if (fft_state == FFT_IDLE)
        fft_counter <= '0;
    end
  end
  always_comb
  begin
    fft_next_state = fft_state;
    case (fft_state)
      FFT_IDLE:
      begin
        if (fft_req)
        begin
          fft_next_state = FFT_READ_DATA;
        end
      end
      FFT_READ_DATA:
      begin
        if (vrf_read_valid)
        begin
          fft_next_state = FFT_COMPUTING;
        end
      end
      FFT_COMPUTING:
      begin
        if (fft_counter >= 1)
        begin
          fft_next_state = FFT_WAIT_RESULT;
        end
      end
      FFT_WAIT_RESULT:
      begin
        if (fft_valid)   
        begin
          fft_next_state = FFT_DONE;
        end
      end
      FFT_DONE:
      begin
        if (resp_ready_i && resp_valid_o)   
        begin
          fft_next_state = FFT_IDLE;
        end
      end
      default:
      begin
        fft_next_state = FFT_IDLE;
      end
    endcase
  end
  assign fft_start = (fft_state == FFT_COMPUTING) && (fft_counter == 1);
  assign fft_busy = (fft_state == FFT_COMPUTING) || (fft_state == FFT_WAIT_RESULT);
  assign fft_ready = (fft_state == FFT_IDLE);
  always_comb
  begin
    case (current_op_type)
      OP_FFT:
        seq_ready = (fft_state == FFT_IDLE) || (fft_state == FFT_DONE);
      default:
        seq_ready = 1'b1;
    endcase
  end
  radix4_butterfly_64bit u_fft (
                           .X0           (fft_X0),
                           .X1           (fft_X1),
                           .X2           (fft_X2),
                           .X3           (fft_X3),
                           .TF1          (seq_instr.tf1),
                           .TF2          (seq_instr.tf2),
                           .TF3          (seq_instr.tf3),
                           .clk          (clk_i),
                           .nrst         (rst_ni),
                           .enable       (fft_start),
                           .fft_available(fft_valid),
                           .Y0           (Y0),
                           .Y1           (Y1),
                           .Y2           (Y2),
                           .Y3           (Y3)
                         );
  logic [MaxVLenPerLane-1:0] resp_data;
  logic resp_valid_next, vrf_wr_valid_next;
  global_vaddr_t vrf_wr_addr_next;
  lane_strb_t vrf_wr_be_next;
  logic [BankWidth-1:0] vrf_wr_data_next;
  always_comb
  begin
    resp_valid_next = 1'b0;
    vrf_wr_valid_next = 1'b0;
    vrf_wr_addr_next = '0;
    vrf_wr_be_next = '0;
    vrf_wr_data_next = '0;
    resp_data = '0;
    case (current_op_type)
      OP_LOAD:
      begin
        if (vrf_read_valid && seq_ready)
        begin
          resp_valid_next = 1'b1;
          resp_data = vrf_read_data;
        end
      end
      OP_STORE:
      begin
        if (seq_valid && seq_ready)
        begin
          resp_valid_next = 1'b1;
          vrf_wr_valid_next = 1'b1;
          vrf_wr_addr_next = seq_instr.vaddr;
          vrf_wr_be_next = seq_instr.be;
          vrf_wr_data_next = seq_instr.data[BankWidth-1:0];
          resp_data = seq_instr.data;
        end
      end
      OP_FFT:
      begin
        if (fft_state == FFT_DONE)
        begin
          resp_valid_next = 1'b1;
          vrf_wr_valid_next = 1'b1;
          vrf_wr_addr_next = seq_instr.vaddr;
          vrf_wr_be_next = {BankWidth/8{1'b1}};
          vrf_wr_data_next = fft_result_Y0;   
          resp_data[63:0]    = fft_result_Y0;
          resp_data[127:64]  = fft_result_Y1;
          resp_data[191:128] = fft_result_Y2;
          resp_data[255:192] = fft_result_Y3;
        end
      end
      default:
      begin
        if (seq_valid && seq_ready)
        begin
          resp_valid_next = 1'b1;
          resp_data = '0;
        end
      end
    endcase
  end
  always_ff @(posedge clk_i or negedge rst_ni)
  begin
    if (!rst_ni)
    begin
      resp_valid_o   <= 1'b0;
      vrf_wr_valid_o <= 1'b0;
      vrf_wr_addr_o  <= '0;
      vrf_wr_be_o    <= '0;
      vrf_wr_data_o  <= '0;
    end
    else
    begin
      if (resp_ready_i || !resp_valid_o)
      begin
        resp_valid_o   <= resp_valid_next;
        vrf_wr_valid_o <= vrf_wr_valid_next;
        vrf_wr_addr_o  <= vrf_wr_addr_next;
        vrf_wr_be_o    <= vrf_wr_be_next;
        vrf_wr_data_o  <= vrf_wr_data_next;
      end
    end
  end
  assign resp_o.vaddr = seq_instr.vaddr;
  assign resp_o.data  = resp_data;
  assign resp_o.valid = resp_valid_o;
  assign resp_o.ready = resp_ready_i;
endmodule
module vrf_bank #(
    parameter Depth     = 64,
    parameter DataWidth = 64
  )(
    input  logic               clk_i,
    input  logic               rst_ni,
    input  logic               wr_en_i,
    input  logic [5:0]         wr_addr_i,
    input  logic [DataWidth-1:0] wr_data_i,
    input  logic [7:0]         wr_be_i,
    input  logic               rd_en_i,
    input  logic [5:0]         rd_addr_i,
    output logic [DataWidth-1:0] rd_data_o,
    output logic              rd_valid_o
  );
  logic [DataWidth-1:0] mem [0:Depth-1];
  always_ff @(posedge clk_i)
  begin
    if (wr_en_i)
    begin
      for (int b = 0; b < 8; b++)
      begin
        if (wr_be_i[b])
        begin
          mem[wr_addr_i][b*8+:8] <= wr_data_i[b*8+:8];
        end
      end
    end
  end
  always_ff @(posedge clk_i)
  begin
    rd_valid_o <= rd_en_i;
    if (rd_en_i)
    begin
      rd_data_o <= mem[rd_addr_i];
    end
  end
endmodule
module lane_sequencer_enhanced #(
    parameter int unsigned OpQueueDepth  = 8,
    parameter int unsigned NrLanes       = 4,
    parameter int unsigned VLEN          = 4096,
    parameter int unsigned BytesPerLane  = 4096,
    parameter int unsigned MaxVLenPerLane= VLEN/NrLanes,
    parameter int unsigned NumBanks      = 8,
    parameter int unsigned BankWidth     = 64,
    parameter int unsigned WordsPerBank  = 64,
    parameter type global_vaddr_t = logic[11:0],
    parameter type lane_strb_t    = logic[7:0],
    parameter type pe_req_t = struct packed {
      global_vaddr_t vaddr;
      logic [31:0]   op_code;
      logic [63:0]   tf1;
      logic [63:0]   tf2;
      logic [63:0]   tf3;
      logic          wr_en;
      logic [MaxVLenPerLane-1:0] data;
      lane_strb_t    be;
    }
  )(
    input  logic          clk_i,
    input  logic          rst_ni,
    input  logic          instr_valid_i,
    input  pe_req_t       instr_i,
    output logic          instr_ready_o,
    output logic          decoded_valid_o,
    output pe_req_t       decoded_instr_o,
    input  logic          decoded_ready_i,
    input  logic          resp_valid_i,
    output logic          resp_ready_o
  );
  typedef enum logic [1:0] {
            IDLE,        
            DECODE,      
            WAIT_RESP    
          } seq_state_t;
  seq_state_t state, next_state;
  pe_req_t instr_reg;
  always_ff @(posedge clk_i or negedge rst_ni)
  begin
    if (!rst_ni)
    begin
      state     <= IDLE;
      instr_reg <= '0;
    end
    else
    begin
      state <= next_state;
      if (instr_valid_i && instr_ready_o)
      begin
        instr_reg <= instr_i;
      end
    end
  end
  always_comb
  begin
    next_state = state;
    case (state)
      IDLE:
      begin
        if (instr_valid_i)
        begin
          next_state = DECODE;
        end
      end
      DECODE:
      begin
        if (decoded_ready_i)
        begin
          next_state = WAIT_RESP;
        end
      end
      WAIT_RESP:
      begin
        if (resp_valid_i && resp_ready_o)
        begin
          next_state = IDLE;
        end
      end
      default:
      begin
        next_state = IDLE;
      end
    endcase
  end
  assign instr_ready_o   = (state == IDLE);
  assign decoded_valid_o = (state == DECODE) || (state == WAIT_RESP);
  assign resp_ready_o    = (state == WAIT_RESP);
  assign decoded_instr_o = instr_reg;
endmodule
==> summary.txt <==
Item: results of the latest flow run.

- The run finished with clean final reports.
- OpenROAD emitted warnings numbering 27.
- In this run the post-CTS setup repair buffer count came out at 0.
- The power report lists cell-internal power as 12.4 mW.
- Looking at the gate-level netlist, the highest instance count belongs to sky130_fd_sc_hd__edfxtp_1.
- The leakage component of the power was reported as 55.8 nW.
- The total wire length is 429000 microns.
- Subtracting the final worst setup slack from the clock period gives 9.41 ns.
- The share of the synthesized area in the top cell type is 78.8%.
- The depth of the CTS H-tree is 5.
- The gate family responsible for the most delay along the worst path is buffers and inverters.
- The layout-stage area growth over the synthesis result is 13.2%.
- The via count of the first global-routing pass came to 83200.
- The worst slew slack as a fraction of its limit is 10.3%.
- TritonCTS built the clock tree.
- The highest fanout seen on the critical path is 64.
- The net switching fraction of the power is 21.3%.
- The number of setup violations in the final report is 0.
- The total power consumption of the routed design is 15.8 mW.
- The number of rows in the core area is 206.
- In this design, the critical path's most frequently occurring cell is sky130_fd_sc_hd__buf_4.
- The slowest library cell on the worst path is sky130_fd_sc_hd__buf_4.
- The number of warnings reported in the yosys synthesis log is 0.
- The chip width is 565 microns.
- The hold-fix buffer count after cts is 0.
- The tree is rooted in a sky130_fd_sc_hd__clkbuf_16.
- The area fraction in and, or, nand and nor cells is 2.05%.
- The critical path endpoint category is a register.
- The synthesized cell area is 0.159 sq mm.
- A synthesized cell averages 22.4 sq um.
- The clock slew at the register clock pins of the worst setup and hold paths is 0.06 ns.
- The maximum cell stage delay along the critical path is 0.66 ns.
- Setup repair after global routing left no endpoint under its margin.
- The flow reports that combinational logic draws 4.8% of the design power.
- After synthesis, the design contains 7078 cells according to Yosys.
- The portion of total power attributed to the clock network is 41.9%.
- Per the synthesis report, the number of distinct cell types is 33.
- The final timing report gives a worst setup slack of 13.59 ns.
- The area reported by Yosys stat is 0.159 sq mm.
- The script parses the final routing iteration and logs DRC violations as 0.
- The post-synthesis sequential area ratio is 78.8%.
- The peak supply drop is 0.0694 mV.
- Per the synthesis report, the adder-cell share of the synthesized area is 0%.
- The share of final-layout standard cells stronger than drive strength 1 is 26.2%.
- The required time reported for the critical path endpoint is 23.74 ns.
- STA puts the critical path data arrival time at 10.15 ns.
- The average via count per standard cell is 6.21.
- The critical path goes through buf_16 -> buf_4 -> buf_4 -> buf_4 -> buf_4 -> buf_4 -> buf_4 -> mux4_2 -> mux2i_1 -> a211oi_1 -> o211a_1.
- The count of TritonRoute iterations in the first routing pass is 5.
- The net load switching power is 3.35 mW.
- The combinational family with the most area after synthesis is multiplexers.
- The sort of element at the start of the critical path is a primary input.
- The clock net sink count is 4161.
- Gates resized during post-CTS repair numbered 0.
- Logged for this run, the post-placement worst setup slack is 12.43 ns.
- The final hold violation count recorded for this run is 0.
- The buffer-and-inverter tally for the worst setup path is 7.
- The global-route total usage across every layer is 31.3%.
- The worst hold path class is reg -> reg.
- In this run, flip-flops and latches consume 53.3% of the power.
- For this run the aggregate overflow at the end of global routing stands at 0.
- The clock buffer count from CTS is 419.
- In this run the remaining antenna-violating nets after routing total 0.
- The flow reports an fmax of 106 MHz.
- The via count is 75600.
- The first global-routing pass estimated 605000 microns of wire.
- Yosys mapped a number of flops with a built-in enable equal to 4160.
- The placement report lists the number of port buffers as 151.
- In this run the full chip footprint comes out at 0.319 sq mm.
- The max capacitance violation total is 0.
- The number of pins exceeding their max-slew limit in the final report is 0.
- The total core area is 0.315 sq mm.
- Yosys reported that registers with async set or reset make up 0%.
- TritonRoute output was used to compute an average wire per cell of 35.2 microns.
- In this run, the number of DRC markers left after iteration 0 of detailed routing was 5259.
- The slew at the pin closest to its max-slew limit is 1.34 ns.
- The sum of negative setup slack is 0 ns.
- The total power density per cell area is 87.9 mW/mm^2.
- The initial core utilization is 50.3%.
- The critical path start-end classification is in -> reg.
- The global placer's final weighted congestion is 0.880.
- The multiplexer share of the synthesized area is 15.1%.
- CTS reports a maximum clock tree buffer depth of 4.
- Clock latency on the worst-skew pair, taken at its later pin, is 0.98 ns.
- The worst clock skew is 0.0646 ns.
- For reference, XOR and XNOR gates occupy 0% of the area reported after synthesis.
- The total of flip-flops plus latches after synthesis is 4161.
- Entering global routing, the biggest net connects 90 pins.
- By count the netlist is led by sky130_fd_sc_hd__edfxtp_1 (4160), sky130_fd_sc_hd__mux4_2 (1024), sky130_fd_sc_hd__nor2_1 (557), sky130_fd_sc_hd__a22oi_1 (256), sky130_fd_sc_hd__clkbuf_1 (186).
- The synthesized instance count is 7078.
- According to the I/O placement log, the pin count is 153.
- The overall die height is 565 microns.
- The final critical-path share of the clock period is 40.9%.
- After synthesis, the cell types taking the most area are sky130_fd_sc_hd__edfxtp_1 (79%), sky130_fd_sc_hd__mux4_2 (15%), sky130_fd_sc_hd__nor2_1 (1.3%).
- The cell type that accounts for the most area after synthesis is sky130_fd_sc_hd__edfxtp_1.
- The top flip-flop cell by instance count after synthesis is sky130_fd_sc_hd__edfxtp_1.
- The area fraction in compound gates is 2.76%.
- The number of antenna violations at the first check in global routing is 47.
- The HPWL reported at the end of detailed placement is 256000 microns.
## cell type report
class                   instances  area [sq um]
diodes                         62           155
clock buffers                 519         10900
clock inverters               252          2480
fillers                     22400        136000
inverters                       1          3.75
multi-input cells            2483         31700
flip-flops and latches       4161        125000
well taps                    4160          5200
repair buffers                520          4050
## state kept, by name, indices dropped and copies added (netlist names)
| signal | cells |
|---|---|
| mem | 4096 |
| rd_data_o | 64 |
| rd_valid_o | 1 |
## stage by stage
stage | area (sq um) | util [%] | hold slack, ns | std cells
floorplan | 159000 | - | 0.859 | 7078
global placement | 166000 | 52.6 | 0.909 | 11300
detailed placement | 166000 | 52.6 | 0.911 | 11300
CTS | 179000 | 56.9 | 0.916 | 12100
global route | 179000 | 56.9 | 0.950 | 12100
finish | 179000 | 56.9 | 0.916 | 12200
## path summary, 6_finish.rpt
kind                               from  slack [ns]  depth (start not counted)                 endpoint
setup / recovery           rd_addr_i[0]       13.59                         11  rd_data_o[41]$_DFFE_PP_
hold / removal    mem[45][27]$_DFFE_PP_        0.92                          4  rd_data_o[27]$_DFFE_PP_
setup reg to reg  mem[22][24]$_DFFE_PP_       20.87                          4  rd_data_o[24]$_DFFE_PP_
hold reg to reg   mem[45][27]$_DFFE_PP_        0.92                          4  rd_data_o[27]$_DFFE_PP_
## kinds of logic after synthesis
family / Yosys count
AND-OR/OR-AND: 575
flip-flops: 4161
multiplexers: 1113
buffers and inverters: 434
AND/OR/NAND/NOR: 795
## tightest hold or removal path, delay by kind of cell, from the launching register on
| family | cells | cell delay (ns) |
|---|---|---|
| mux | 1 | 0.22 |
| flops | 1 | 0.31 |
| simple gates | 1 | 0.08 |
| compound gates | 2 | 0.20 |
## routing by layer
| metal | part of all wire, % | vias to the layer above | track usage [%] |
|---|---|---|---|
| met1 | 29 | 38400 | 38.1 |
| met3 | 21 | 724 | 28.2 |
| met4 | 3.2 | 89 | 8.49 |
| met5 | 0.46 | - | 4.18 |
| li1 | - | 31200 | - |
| met2 | 46 | 5111 | 42.3 |
## power by group through the flow
stage / Combinational (mW) / Clock [mW] / Sequential (mW)
5_1_grt: 0.806 / 6.98 / 8.41
4_1_cts: 0.758 / 6.71 / 8.41
6_report: 0.752 / 6.61 / 8.41
## cell usage in the layout, fill, tap and decap left out, types with 5 or more instances in the layout
cell type / instances
sky130_fd_sc_hd__clkinv_8: 7
sky130_fd_sc_hd__clkbuf_16: 420
sky130_fd_sc_hd__clkinv_16: 11
sky130_fd_sc_hd__a22oi_1: 256
sky130_fd_sc_hd__a21oi_1: 24
sky130_fd_sc_hd__diode_2: 62
sky130_fd_sc_hd__nand3_1: 128
sky130_fd_sc_hd__o211a_1: 64
sky130_fd_sc_hd__bufinv_16: 35
sky130_fd_sc_hd__nand2_2: 25
sky130_fd_sc_hd__buf_4: 364
sky130_fd_sc_hd__buf_2: 66
sky130_fd_sc_hd__o22ai_1: 103
sky130_fd_sc_hd__buf_12: 6
sky130_fd_sc_hd__o221ai_1: 64
sky130_fd_sc_hd__clkinv_1: 106
sky130_fd_sc_hd__edfxtp_1: 4160
sky130_fd_sc_hd__inv_6: 5
sky130_fd_sc_hd__clkinvlp_4: 10
sky130_fd_sc_hd__clkdlybuf4s50_1: 80
sky130_fd_sc_hd__nor3b_1: 6
sky130_fd_sc_hd__a211oi_1: 63
sky130_fd_sc_hd__mux2i_1: 89
sky130_fd_sc_hd__nand2_1: 50
sky130_fd_sc_hd__nor2_1: 550
sky130_fd_sc_hd__clkinv_2: 69
sky130_fd_sc_hd__mux4_2: 1024
sky130_fd_sc_hd__clkbuf_1: 99
Power and IR drop assume default switching activity.
